--- design/flow/run.sh ---
#!/bin/bash
# OpenROAD 26Q1-2900-gdf79404cd8, Yosys 0.63+post, stock flow scripts
make -C /OpenROAD-flow-scripts/flow DESIGN_CONFIG=/design/flow/config.mk WORK_HOME=/design/flow/orfs finish
--- design/flow/config.mk ---
export PLATFORM = sky130hd
export DESIGN_NAME = fsm_buggy
export DESIGN_NICKNAME = fsm_buggy
export VERILOG_FILES = /design/flow/design.v
export SDC_FILE = /design/flow/constraint.sdc
export NUM_CORES = 4
export LEC_CHECK = 1
export CORE_AREA = 10 10 70 70
export DIE_AREA = 0 0 80 80
--- design/flow/constraint.sdc ---
current_design fsm_buggy

set clk_period 1.7
set clk_io_pct 0.2

create_clock -name clk0 -period $clk_period [get_ports {clk}]

set non_clock_inputs [all_inputs -no_clocks]
set_input_delay [expr $clk_period * $clk_io_pct] -clock clk0 $non_clock_inputs
set_output_delay [expr $clk_period * $clk_io_pct] -clock clk0 [all_outputs]
--- design/flow/design.v ---
module fsm_buggy(clk,reset,requested_floor,wait_floor,door,Up,Down,y);
input clk,reset;
input [3:0] requested_floor;
output reg[1:0] door;
output reg[1:0] Up;
output reg[1:0] Down;
output reg[1:0] wait_floor;
output [3:0] y;
reg [3:0] current_floor ;
always @ (posedge clk)
    begin
        if(reset)
        begin
            current_floor=4'd0;
            wait_floor=4'd1;
            door = 1'd1;
            Up=1'd0;
            Down=1'd0;
        end
        else
        begin
            if(requested_floor < 4'd15)
            begin
                if(requested_floor < current_floor)
                begin
                    current_floor=current_floor-1;
                    door=1'd0;
                    wait_floor=4'd0;
                    Up=1'd0;
                    Down=1'd1;
                end
                else if (requested_floor > current_floor)
                begin
                    current_floor = current_floor-1;
                    door=1'd0;
                    wait_floor=4'd0;
                    Up=1'd1;
                    Down=1'd0;
                end
                else if(requested_floor == current_floor)
                begin
                    current_floor = requested_floor;
                    door=1'd1;
                    wait_floor=4'd1;
                    Up=1'd0;
                    Down=1'd0;
                end
            end
        end
    end
assign y = current_floor;
endmodule
==> results.sh <==
# implementation run metrics
export IMPL_wl_met3_um=102
export IMPL_synth_stat_cells=59
export IMPL_worstSkewPairLatency_ns=0.25
export IMPL_report_power_total_uw=882
export IMPL_drc_errors=0
export IMPL_synth_avg_cell_area_um2=8.93
export IMPL_syn_to_final_growth_pct=59.6
export IMPL_skew_ns=0.0100
export IMPL_ys_seq_share_pct=26.6
export IMPL_worstReg2RegEnd="door[0]"
export IMPL_numCtsBuffers=3
export IMPL_routedWlPerCell_um=10.9
export IMPL_min_to="Down[0]"
export IMPL_path_max_fanout=4
export IMPL_drt_total_wl_um=1430
export IMPL_drive_gt1_share_pct=36.5
export IMPL_htreeDepth=1
export IMPL_cts_max_path_buffers=2
export IMPL_ios=18
export IMPL_synthCells=59
export IMPL_internal_power_uw=587
export IMPL_synth_area_um2=527
export IMPL_fmax_mhz=607
export IMPL_power_frac_clock_pct=17.2
export IMPL_p_switching_uw=295
export IMPL_yosys_area_um2=527
export IMPL_top_layer="met4"
export IMPL_setup_ws_ns=0.0527
export IMPL_met2_length_um=686
export IMPL_combinationalPowerShare_pct=55.7
export IMPL_root_buffer="clkbuf_4"
export IMPL_port_buffers=13
export IMPL_powerDensity_nw_per_um2=1050
export IMPL_path_clk_slew_ns=0.06
export IMPL_p_sw_share_pct=33.4
export IMPL_synth_top_flop_cell="dfxtp_1"
export IMPL_die_area_um2=6400
export IMPL_grt_pass1_wl_um=2370
export IMPL_min_from="Down[0]"
export IMPL_ys_sh_simple_pct=19.2
export IMPL_r2r_start="current_floor[3]"
export IMPL_maxCapViolCount=0
export IMPL_coreArea_um2=3420
export IMPL_place_ws_ns=-0.391
export IMPL_gp_congestion=0.831
export IMPL_dp_cells=125
export IMPL_placed_area_um2=759
export IMPL_power_frac_seq_pct=27.0
export IMPL_period_minus_slack_ns=1.65
export IMPL_fa_ha_area_share_pct=11.9
export IMPL_rows=21
export IMPL_edf_count=0
export IMPL_fp_util_pct=15.4
export IMPL_crit_type="flop to flop"
export IMPL_post_route_period_util_pct=96.9
export IMPL_slew_viol_final=0
export IMPL_wl_met1_um=623
export IMPL_synthAoiAreaFrac_pct=29.5
export IMPL_die_h_um=80
export IMPL_dr_total_vias=537
export IMPL_synth_distinct_cells=24
export IMPL_r2r_slack_ns=0.05
export IMPL_mostFrequentLayoutCells="buf_4, clkdlybuf4s50_1, dfxtp_1, nand3_1, nor2_1"
export IMPL_fin_tns_setup_ns=0
export IMPL_cts_sinks=7
export IMPL_p_leak_nw=0.356
export IMPL_irDropWorstVdd_v=0.000385
export IMPL_synth_xor_area_share_pct=0
export IMPL_worst_ep_arrival_time_ns=1.78
export IMPL_outcome="completed"
export IMPL_hp_class="flop to flop"
export IMPL_lay_top_count="buf_4"
export IMPL_final_cells=131
export IMPL_postRouteAntennaNets=0
export IMPL_hold_viol_final=0
export IMPL_reg2reg_depth=7
export IMPL_ys_flops=7
export IMPL_setup_viol=0
export IMPL_grt_max_degree=8
export IMPL_ys_sh_mux_pct=0
export IMPL_synth_async_sr_flop_share_pct=0
export IMPL_start_kind="flop"
export IMPL_hpwl_um=1160
export IMPL_gr_usage_all_layers_pct=4.36
export IMPL_ys_warn_count=1
export IMPL_cts_tree="built"
export IMPL_grt_pass1_vias=534
export IMPL_overflow=0
export IMPL_first_pass_iters=4
export IMPL_endpoint_kind="flop"
export IMPL_dr_first_iter_drc_count=17
export IMPL_top_logic_kind="AND-OR/OR-AND gates"
export IMPL_warning_count=25
export IMPL_routed_via_density=4.10
export IMPL_n_antenna_cell=0
export IMPL_die_w_um=80
export IMPL_worstPathRequired_ns=1.83
export IMPL_design_area_um2=841
export IMPL_timing_hold_worst_path_depth=2
export IMPL_antenna_found_initial=0
-- synth_stat cells (2+ instances only) --
cell	number	area [um2]
buf_4	5	37.5
nor2_1	5	18.8
a21oi_1	3	15.0
o21ai_2	2	17.5
dfxtp_1	7	140
a211o_1	2	17.5
a31oi_1	2	12.5
a2111oi_2	2	30.0
nand2_1	3	11.3
inv_1	6	22.5
ha_1	5	62.6
nand3_1	5	25.0
-- worst max-delay path, cell delays in order, from the launching register on --
cell	delay, ns
dfxtp_2	0.33
inv_2	0.05
ha_4	0.24
a21o_1	0.22
o31ai_4	0.25
buf_4	0.16
nor2_1	0.03
a211o_1	0.25
-- per-layer routing --
| layer | vias to the layer above | global-route usage [%] |
|---|---|---|
| li1 | 264 | - |
| met1 | 245 | 5.15 |
| met2 | 19 | 7.38 |
| met3 | 9 | 1.36 |
| met4 | 0 | 1.23 |
| met5 | - | 0 |
-- worst max path at each step --
| stage | startpoint | endpoint | depth (start not counted) |
|---|---|---|---|
| finish | current_floor[3] | door[0] | 7 |
| CTS | current_floor[3] | current_floor[2] | 6 |
| global route | current_floor[3] | door[0] | 7 |
-- final cells by class --
| cell class | count | area, um2 |
|---|---|---|
| Fill cell | 395 | 2570 |
| Multi-Input combinational cell | 43 | 377 |
| Timing Repair Buffer | 25 | 215 |
| Sequential cell | 7 | 143 |
| Tap cell | 46 | 57.6 |
| Clock buffer | 4 | 26.3 |
| Inverter | 6 | 22.5 |
-- registers in the layout, summed over array words and instances (netlist names) --
register	count
current_floor	4
Down	1
Up	1
door	1
-- cell families (layout without fill, tap and decap cells) --
logic type | Yosys count | after routing
AOI/OAI and AO/OA | 16 | 16
adders and majority gates | 5 | 5
buffers and inverters | 12 | 35
DFF | 7 | 7
other | 1 | 4
and+or+nand+nor | 18 | 18
-- stage by stage --
step / hold slack, ns / utilization [%]
finish: 0.456 / 24.6
global route: 0.487 / 24.6
CTS: 0.458 / 23.4
detailed placement: 0.450 / 22.2
global placement: 0.448 / 22.2
floorplan: 0.409 / -
-- timing repair --
action | CTS | global route
gates resized | 6 | 6
hold endpoints to repair | 0 | 0
endpoints found under the setup margin | 5 | 4
pin swaps | 7 | 5
hold buffers | 0 | 0
buffers inserted | 0 | 2
-- power by group through the flow --
stage | sequential, mW | combinational [mW] | clock (mW)
6_report | 0.238 | 0.491 | 0.152
5_1_grt | 0.244 | 0.547 | 0.170
4_1_cts | 0.234 | 0.462 | 0.155
Power is estimated from default activity; no workload was simulated.
