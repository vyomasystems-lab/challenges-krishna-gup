[flow/run.sh]
#!/bin/bash
# OpenROAD 26Q1-2900-gdf79404cd8, Yosys 0.63+post, stock flow scripts
make -C /OpenROAD-flow-scripts/flow DESIGN_CONFIG=/design/flow/config.mk WORK_HOME=/design/flow/orfs finish
[flow/config.mk]
export PLATFORM = sky130hd
export DESIGN_NAME = fsm
export DESIGN_NICKNAME = fsm
export VERILOG_FILES = /design/flow/design.v
export SDC_FILE = /design/flow/constraint.sdc
export NUM_CORES = 4
export LEC_CHECK = 1
export CORE_AREA = 10 10 70 70
export DIE_AREA = 0 0 80 80
[flow/constraint.sdc]
current_design fsm

set clk_period 2.5
set clk_io_pct 0.2

create_clock -name clk0 -period $clk_period [get_ports {clk}]

set non_clock_inputs [all_inputs -no_clocks]
set_input_delay [expr $clk_period * $clk_io_pct] -clock clk0 $non_clock_inputs
set_output_delay [expr $clk_period * $clk_io_pct] -clock clk0 [all_outputs]
[flow/design.v]
module fsm(clk,reset,requested_floor,wait_floor,door,Up,Down,y);
input clk,reset;
input [3:0] requested_floor;
output reg[1:0] door;
output reg[1:0] Up;
output reg[1:0] Down;
output reg[1:0] wait_floor;
output [3:0] y;
reg [3:0] current_floor ;
always @ (posedge clk)
    begin
        if(reset)
        begin
            current_floor=4'd0;
            wait_floor=4'd1;
            door = 1'd1;
            Up=1'd0;
            Down=1'd0;
        end
        else
        begin
            if(requested_floor < 4'd15)
            begin
                if(requested_floor < current_floor)
                begin
                    current_floor=current_floor-1;
                    door=1'd0;
                    wait_floor=4'd0;
                    Up=1'd0;
                    Down=1'd1;
                end
                else if (requested_floor > current_floor)
                begin
                    current_floor = current_floor+1;
                    door=1'd0;
                    wait_floor=4'd0;
                    Up=1'd1;
                    Down=1'd0;
                end
                else if(requested_floor == current_floor)
                begin
                    current_floor = requested_floor;
                    door=1'd1;
                    wait_floor=4'd1;
                    Up=1'd0;
                    Down=1'd0;
                end
            end
        end
    end
assign y = current_floor;
endmodule
==> impl_metrics.ini <==
; generated from flow reports
[yosys]
synthCells = 75
xor_area_share_pct = 2.81
yosysTopAreaCellShare_pct = 22.4
yosys_area_um2 = 624
yosysUniqueCellTypes = 32
ys_sh_aoi_pct = 26.9
syn-cell-area_um2 = 624
yosys_cells = 75
simple_gate_area_share_pct = 23.8
top_area_cell = dfxtp_1
fa_ha_area_share_pct = 12.0
synth-seq-cells = 7
top_logic_kind = AND-OR/OR-AND gates
synth.avg_cell_area_um2 = 8.32
yosysSeqAreaShare_pct = 22.4
flop_cell = dfxtp_1
topCellsByArea = dfxtp_1 (22%), ha_1 (12%), buf_4 (7.2%), nand2_1 (4.2%), nand3_1 (4.0%)
yosys_warnings = 1
ys_async_sr_fraction_pct = 0
edf_count = 0
ys_sh_mux_pct = 0

[grt]
grt_antenna_before_repair = 0
grt_usage_pct = 4.78
grt-ovfl-total = 0
grt_max_degree = 11
grt_pass1_vias = 563
grt_pass1_wl_um = 2620

[clocking]
htreeDepth = 1
cts.sinks = 7
post-cts-setup-buffers = 0
numCtsBuffers = 3
clockBufferDepth = 2
cts_root_buf = clkbuf_4
cts_hold_buffers = 0
path_clk_slew_ns = 0.05
cts_tree = built
clk-insertion-delay-late_ns = 0.25
cts_resized = 0

[final_timing]
holdWs_ns = 0.452
grt_setup_unrepaired = no
fmax_mhz = 461
fin_worst_skew_ns = 0.00556
fin_crit_ns = 2.17
slew_violations = 0
period_used_pct = 86.7
finalSetupViolCount = 0
setup_tns_ns = 0
hold_violations = 0

[finish]
drive_above_1_share_pct = 14.4
fin_util_pct = 23.9
areaGrowthSynthToFinish_pct = 30.7

[floorplanning]
die_w_um = 80
die_height_um = 80
dieArea_um2 = 6400
fp-utilization_pct = 18.3
io_pins = 18
std_cell_rows = 21
core_um2 = 3420

[pwr]
p_leak_uw = 0.000324
ir_worst_vdd_uv = 184
finalPower_uw = 714
powerDensity_nw_per_um2 = 875

[drt]
ant_nets = 0
antenna-diode-count = 0
wire_per_inst_um = 11.6
dr_total_vias = 572
viasPerCell = 4.21
drt-total-wl_um = 1570
drc = 0
drt_first_pass_iters = 3
drt_iter0_drc = 20

[worst_hold_path]
min_path_type = flop to flop

[worst_setup_path]
startpoint_type = primary input
crit_fanout = 7
worstSetupPathType = primary input to flop
cp.required_ns = 2.63
rrSetupSlack_ns = 0.57
end_kind = flop
worst-endpoint-arrival_ns = 2.30

[placed_design]
place.port_buffers = 13
place_congestion = 0.904
dp.final_hpwl_um = 1290

[flow_run]
warning_count = 26
maxCapViolations = 0

[status]
status = completed
==> sequential cells by signal, summed over array words and instances, names as in the netlist <==
name / count
current_floor: 4
Down: 1
Up: 1
door: 1
==> final timing paths <==
check        cells after the start               start  endpoint
max                              7  requested_floor[1]   door[0]
min                              2               Up[0]     Up[0]
max reg2reg                      7    current_floor[1]   door[0]
min reg2reg                      2               Up[0]     Up[0]
==> area by class of cell <==
| cell class | count | area, um2 |
|---|---|---|
| Multi-Input combinational cell | 58 | 424 |
| Fill cell | 378 | 2600 |
| Sequential cell | 7 | 140 |
| Clock buffer | 4 | 26.3 |
| Timing Repair Buffer | 15 | 145 |
| Inverter | 6 | 22.5 |
| Tap cell | 46 | 57.6 |
==> placed cells by master, fill, tap and decap left out, types with 2 or more instances in the layout <==
cell,Yosys,routed
nor2_1,3,3
a21oi_1,4,4
clkdlybuf4s50_1,0,13
dfxtp_1,7,7
and3_1,3,3
ha_1,6,6
a21o_1,2,2
nand2_1,7,7
buf_4,6,2
nand4_1,2,2
and4_1,2,2
clkbuf_4,0,3
inv_1,6,6
nand2_2,2,2
nand3_1,5,5
conb_1,1,4
a21oi_2,2,2
==> synthesized netlist by cell type (2+ instances only) <==
cell type  n
a21o_1     2
a21oi_1    4
a21oi_2    2
and3_1     3
and4_1     2
buf_4      6
dfxtp_1    7
ha_1       6
inv_1      6
nand2_1    7
nand2_2    2
nand3_1    5
nand4_1    2
nor2_1     3
==> kinds of logic after synthesis <==
group | count (synthesis)
simple gates | 27
compound gates | 19
buf+inv | 13
flops | 7
fa+ha+maj | 6
xor+xnor | 2
other cells | 1
==> report_power, final <==
part / internal [uW] / total, uW / switching, uW
logic: 227 / 421 / 194
clock network: 60.8 / 100 / 39.4
registers: 148 / 192 / 44.5
total: 436 / 714 / 278
==> through the flow <==
stage | setup WS [ns] | std cells | cell area [um2]
finish | 0.332 | 136 | 816
floorplan | 0.699 | 78 | 636
CTS | 0.350 | 136 | 816
detailed placement | 0.0915 | 132 | 790
global placement | 0.114 | 132 | 790
global route | 0.277 | 136 | 816
==> metal layers <==
layer	vias up	share of wire [%]	GRT usage, %
met1	266	45	6.15
met4	0	0.95	1.06
met5	-	0	0
met3	2	2.7	0.795
met2	9	52	8.11
li1	295	-	-
==> worst max-delay path, cell delays in order <==
cell             delay (ns)
clkdlybuf4s50_1        0.55
ha_1                   0.28
nor2b_4                0.15
o211ai_4               0.24
nand2_2                0.14
and3_1                 0.19
a211o_1                0.25
